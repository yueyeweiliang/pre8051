==> /design/flow/design.v <==
`timescale 1ns/10ps
module comp (sel, eq, b_in, cy, acc, ram, op2, des);
input [2:0] sel;
input b_in, cy;
input [7:0] acc, ram, op2, des;
output eq;
reg eq;
always @(sel or b_in or cy or acc or ram or op2 or des)
begin
  case (sel)
    3'b000 : eq = (acc == 8'h00);
    3'b001 : eq = (acc == ram);
    3'b010 : eq = (acc == op2);
    3'b011 : eq = (op2 == ram);
    3'b100 : eq = (des == 8'h00);
    3'b101 : eq = cy;
    3'b110 : eq = b_in;
    default: eq = 1'bx;
  endcase
end
endmodule
==> /design/flow/run.sh <==
#!/bin/bash
# OpenROAD 26Q1-2900-gdf79404cd8, Yosys 0.63+post, stock flow scripts
make -C /OpenROAD-flow-scripts/flow DESIGN_CONFIG=/design/flow/config.mk WORK_HOME=/design/flow/orfs finish
==> /design/flow/config.mk <==
export PLATFORM = sky130hd
export DESIGN_NAME = comp
export DESIGN_NICKNAME = comp
export VERILOG_FILES = /design/flow/design.v
export SDC_FILE = /design/flow/constraint.sdc
export NUM_CORES = 4
export LEC_CHECK = 1
export CORE_AREA = 10 10 70 70
export DIE_AREA = 0 0 80 80
==> /design/flow/constraint.sdc <==
current_design comp

set clk_period 2.8
set clk_io_pct 0.2

create_clock -name clk0 -period $clk_period

set non_clock_inputs [all_inputs -no_clocks]
set_input_delay [expr $clk_period * $clk_io_pct] -clock clk0 $non_clock_inputs
set_output_delay [expr $clk_period * $clk_io_pct] -clock clk0 [all_outputs]
==> node_exporter_impl.prom <==
# HELP chip_impl_metric Synthesis and place-and-route metrics
# TYPE chip_impl_metric gauge
chip_impl_metric{name="row_count",unit=""} 21
chip_impl_metric{name="final_util",unit=""} 0.3275
chip_impl_metric{name="worst_ep_required_time",unit="ns"} 2.24
chip_impl_info{name="hp-class",value="primary input to primary output"} 1
chip_impl_metric{name="yosys_area",unit="um2"} 498.0
chip_impl_metric{name="core_area",unit="um2"} 3416
chip_impl_metric{name="portBuffers",unit=""} 38
chip_impl_metric{name="grt_pass1_vias",unit=""} 823
chip_impl_metric{name="die_outline_width",unit="um"} 80
chip_impl_metric{name="fin_crit_sh",unit=""} 0.9679
chip_impl_metric{name="grt_pass1_wl",unit="mm"} 3.650
chip_impl_info{name="hold_crit_start",value="op2[0]"} 1
chip_impl_metric{name="count_of_instantiated_cells_in_the_yosys_netlist",unit=""} 73
chip_impl_metric{name="syn_to_final_growth",unit="%"} 124.6
chip_impl_metric{name="grt_antenna_before_repair",unit=""} 0
chip_impl_metric{name="fmaxAchievable",unit="MHz"} 369.0
chip_impl_metric{name="total_leakage_power",unit="nW"} 0.4683
chip_impl_metric{name="grt_usage",unit=""} 0.06767
chip_impl_info{name="critical_path_startpoint",value="sel[0]"} 1
chip_impl_info{name="timing.setup.critical_path_class",value="primary input to primary output"} 1
chip_impl_metric{name="diode_count",unit=""} 0
chip_impl_metric{name="post_synth_xor_area_fraction",unit=""} 0.1935
chip_impl_metric{name="seqCellArea",unit="um2"} 0
chip_impl_metric{name="io_pins",unit=""} 38
chip_impl_metric{name="ys_types",unit=""} 32
chip_impl_metric{name="worst_ep_arrival_time",unit="ns"} 2.15
chip_impl_metric{name="cap_viol_max_count",unit=""} 0
chip_impl_metric{name="max_slew.worst_pin.slew",unit="ns"} 0.3128
chip_impl_metric{name="synthAoiAreaFrac",unit=""} 0.2663
chip_impl_info{name="post_synth_main_area_contributors",value="sky130_fd_sc_hd__xor2_1 (16%), sky130_fd_sc_hd__mux2i_1 (6.0%), sky130_fd_sc_hd__nor4_1 (5.0%)"} 1
chip_impl_metric{name="place.detailed.instances",unit=""} 179
chip_impl_metric{name="ratio_of_cells_with_drive_above_1_in_the_final_layout",unit=""} 0.2687
chip_impl_metric{name="route.final.wire_length",unit="mm"} 2.257
chip_impl_metric{name="dp.final_hpwl",unit="mm"} 1.986
chip_impl_metric{name="drt_first_pass_iters",unit=""} 5
chip_impl_metric{name="drc_errors",unit=""} 0
chip_impl_metric{name="instances_no_fill",unit=""} 180
chip_impl_metric{name="chip_height",unit="um"} 80
chip_impl_metric{name="drt_iter0_drc",unit=""} 25
chip_impl_metric{name="number_of_warnings_reported_in_the_yosys_synthesis_log",unit=""} 1
chip_impl_metric{name="part_of_the_yosys_area_used_for_sequential_elements",unit=""} 0
chip_impl_info{name="synth.logic.top_family",value="simple AND/OR/NAND/NOR gates"} 1
chip_impl_metric{name="num_vias",unit=""} 756
chip_impl_info{name="synth_area_leader",value="sky130_fd_sc_hd__xor2_1"} 1
chip_impl_metric{name="stage_log_warnings",unit=""} 32
chip_impl_info{name="outcome",value="finished, final reports clean"} 1
chip_impl_metric{name="place_congestion",unit=""} 0.8425
chip_impl_metric{name="fa_ha_area_frac",unit=""} 0
chip_impl_metric{name="synth.cell_area",unit="um2"} 498.0
chip_impl_metric{name="syn_inst",unit=""} 73
chip_impl_metric{name="synthMuxAreaShare",unit=""} 0.08291
chip_impl_metric{name="setup_violations",unit=""} 0
chip_impl_metric{name="die_area",unit="um2"} 6400
chip_impl_metric{name="post-synth-top-area-fraction",unit=""} 0.1583
chip_impl_info{name="grt_setup_unrepaired",value="false"} 1
chip_impl_metric{name="report.final.hold_viol_count",unit=""} 0
chip_impl_metric{name="slew_headroom",unit=""} 0.7896
chip_impl_metric{name="synthSimpleGateAreaFrac",unit=""} 0.3819
chip_impl_metric{name="seq_cell_count",unit=""} 0
chip_impl_info{name="worst_setup_path_end_kind",value="primary output"} 1
chip_impl_metric{name="ir_worst_vdd",unit="V"} 0.00005439
chip_impl_metric{name="detail_route.wl_per_cell",unit="um"} 12.54
chip_impl_metric{name="slew_viol_final",unit=""} 0
chip_impl_metric{name="power_density",unit="nW/um2"} 131.2
chip_impl_metric{name="grt_overflow",unit=""} 0
chip_impl_metric{name="layout_min_cycle_time",unit="ns"} 2.710
chip_impl_metric{name="detail_route.vias_per_cell",unit=""} 4.200
chip_impl_info{name="setup.worst_path.start_class",value="primary input"} 1
chip_impl_metric{name="detail-route-antenna-nets",unit=""} 0
chip_impl_metric{name="post_synthesis_area_per_instance",unit="um2"} 6.822
chip_impl_metric{name="floorplan.initialDensity",unit=""} 0.1458
chip_impl_metric{name="critical_path.max_fanout",unit=""} 5
chip_impl_metric{name="grt_start_max_net_pins",unit=""} 6
chip_impl_metric{name="clockBufferCount",unit=""} 0
## through the flow
step	instance area [um2]	setup TNS, ns	hold slack (ns)	worst slack, ns	power, W
after floorplan	498.0	0	1.338	0.5785	0.00004679
after global placement	1097	-0.6003	2.297	-0.6003	0.0001453
after detailed placement	1097	-0.6367	2.297	-0.6367	0.0001456
after CTS	1111	0	1.965	0.008605	0.0001450
after global routing	1119	0	1.903	0.006020	0.0001608
final	1119	0	1.865	0.08986	0.0001468
## per-layer routing
layer  wire [um]  part of all wire  track usage
met2        1081              0.48       0.1124
met4           0                 0            0
met5           0                 0            0
met1        1008              0.45      0.09103
met3         167             0.074      0.01705
## worst paths after layout
| check | endpoint | depth (start not counted) |
|---|---|---|
| max | eq | 7 |
| min | eq | 5 |
## cell type report
type               instances  area (um2)
repair buffers            63       545.5
well taps                 46       57.56
multi-input cells         66       496.7
inverters                  5       18.77
fillers                  383        2297
## synth_stat cells (2+ instances only)
cell	number
sky130_fd_sc_hd__nor4_1	4
sky130_fd_sc_hd__nor2b_1	3
sky130_fd_sc_hd__o22ai_1	2
sky130_fd_sc_hd__or4_1	3
sky130_fd_sc_hd__o21ai_0	3
sky130_fd_sc_hd__nor3_1	2
sky130_fd_sc_hd__mux2i_1	3
sky130_fd_sc_hd__a22oi_1	2
sky130_fd_sc_hd__and3b_1	2
sky130_fd_sc_hd__a21oi_1	4
sky130_fd_sc_hd__nand2_1	3
sky130_fd_sc_hd__nand2b_1	3
sky130_fd_sc_hd__inv_1	5
sky130_fd_sc_hd__nor2_1	6
sky130_fd_sc_hd__xor2_1	9
sky130_fd_sc_hd__xnor2_1	2
sky130_fd_sc_hd__nand3b_1	2
## kinds of logic (layout without fill, tap and decap cells)
logic type	Yosys count	in the layout
xor+xnor	11	11
buf+inv	7	68
mux	4	4
simple gates	32	32
compound gates	19	19
## power breakdown
| group | internal (W) | total, W | switching (W) |
|---|---|---|---|
| Clock | 0 | 0 | 0 |
| Sequential | 0 | 0 | 0 |
| Combinational | 0.0000917 | 0.000147 | 0.0000551 |
| Total | 0.0000917 | 0.000147 | 0.0000551 |
## critical path, cell delays in order
cell	delay [ns]
sky130_fd_sc_hd__buf_4	0.13
sky130_fd_sc_hd__buf_4	0.14
sky130_fd_sc_hd__and3b_1	0.16
sky130_fd_sc_hd__or4_1	0.53
sky130_fd_sc_hd__nor4_2	0.34
sky130_fd_sc_hd__a31o_1	0.20
sky130_fd_sc_hd__clkbuf_2	0.09
## cell usage in the layout, fill, tap and decap left out, types with 2 or more instances in the layout
| cell type | synthesis | layout |
|---|---|---|
| sky130_fd_sc_hd__buf_4 | 1 | 26 |
| sky130_fd_sc_hd__clkdlybuf4s50_1 | 0 | 25 |
| sky130_fd_sc_hd__xor2_1 | 9 | 9 |
| sky130_fd_sc_hd__dlygate4sd2_1 | 0 | 9 |
| sky130_fd_sc_hd__nor2_1 | 6 | 6 |
| sky130_fd_sc_hd__inv_1 | 5 | 5 |
| sky130_fd_sc_hd__a21oi_1 | 4 | 4 |
| sky130_fd_sc_hd__nor2b_1 | 3 | 3 |
| sky130_fd_sc_hd__o21ai_0 | 3 | 3 |
| sky130_fd_sc_hd__nand2b_1 | 3 | 3 |
| sky130_fd_sc_hd__nand2_1 | 3 | 3 |
| sky130_fd_sc_hd__mux2i_1 | 3 | 3 |
| sky130_fd_sc_hd__or4_1 | 3 | 3 |
| sky130_fd_sc_hd__nand3b_1 | 2 | 2 |
| sky130_fd_sc_hd__nor3_1 | 2 | 2 |
| sky130_fd_sc_hd__o22ai_1 | 2 | 2 |
| sky130_fd_sc_hd__nor4_2 | 0 | 2 |
| sky130_fd_sc_hd__nor4_1 | 4 | 2 |
## repair_timing
item                       4_1_cts  5_1_grt
resized                         28        4
hold buffers                     0        0
setup endpoints to repair        1        1
hold endpoints to repair         0        0
pin swaps                        5        3
setup buffers                    1        0
Power is estimated from default activity; no workload was simulated.
