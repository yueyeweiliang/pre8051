==> ./run.sh <==
#!/bin/bash
# OpenROAD 26Q1-2900-gdf79404cd8, Yosys 0.63+post, stock flow scripts
make -C /OpenROAD-flow-scripts/flow DESIGN_CONFIG=/design/flow/config.mk WORK_HOME=/design/flow/orfs finish
==> ./config.mk <==
export PLATFORM = sky130hd
export DESIGN_NAME = reg8r
export DESIGN_NICKNAME = reg8r
export VERILOG_FILES = /design/flow/design.v
export SDC_FILE = /design/flow/constraint.sdc
export NUM_CORES = 4
export LEC_CHECK = 1
export CORE_AREA = 10 10 70 70
export DIE_AREA = 0 0 80 80
==> ./constraint.sdc <==
current_design reg8r

set clk_period 1.0
set clk_io_pct 0.2

create_clock -name clk0 -period $clk_period [get_ports {clk}]

set non_clock_inputs [all_inputs -no_clocks]
set_input_delay [expr $clk_period * $clk_io_pct] -clock clk0 $non_clock_inputs
set_output_delay [expr $clk_period * $clk_io_pct] -clock clk0 [all_outputs]
==> ./design.v <==
`timescale 1ns/10ps
module reg8r (clk, in, out, rd);
input [7:0] in;
input clk, rd;
output [7:0] out;
reg [7:0] buff;
assign out = rd ? in : buff;
always @(posedge clk)
    buff <= #1 in;
endmodule
==> run notes <==
Notes from the flow run.

Logic synthesis:
- Of the post-synthesis cell area, the part taken by muxes is 0.4120.
- The run gives the mean instance size in the synthesized netlist as 17.15 um2.
- sky130_fd_sc_hd__dfxtp_1 takes more of the synthesized area than any other cell.
- After synthesis, the chip area reported by Yosys is 291.5 um2.
- The run gives the simple-gate portion of the synthesized area as 0.
- The run gives the share of synthesized registers carrying an async set or reset as 0.
- The commonest cells after synthesis are sky130_fd_sc_hd__dfxtp_1 (8), sky130_fd_sc_hd__mux2_4 (8), sky130_fd_sc_hd__buf_6 (1).
- Among all flip-flop cells after synthesis, the most frequent one is sky130_fd_sc_hd__dfxtp_1.
- The run puts the summed instance area of the synthesized netlist at 291.5 um2.
- In this run, the synthesized area fraction spent on xor and xnor cells is recorded as 0.
- The run gives the count of synthesis-stage warnings from yosys as 1.
- Yosys shows that the main logic family after synthesis is multiplexers.
- The run gives the register bit total from synthesis as 8.
- The synthesis report lists the most area-consuming cells as sky130_fd_sc_hd__dfxtp_1 (55%), sky130_fd_sc_hd__mux2_4 (41%), sky130_fd_sc_hd__buf_6 (3.9%).
- The run gives the portion of synthesized cell area occupied by the leading cell type as 0.5494.
- The run puts the compound-cell area share of the yosys netlist at 0.
- The run puts the sequential area share after synthesis at 0.5494.
- The run puts the share of synthesized cell area in full adder, half adder and majority cells at 0.
- Synthesis produced 17 cells.
- The run puts the number of enable-type register cells in the synthesized netlist at 0.
- The run gives the number of standard cells reported by yosys as 17.
- The run gives the number of distinct library cells after synthesis as 3.

Detailed routing:
- The detail route stage leaves a number of antenna-violating nets equal to 0.
- Across all layers, the routed design uses 209 vias.
- For this run, the detailed router reports a per-instance via density of 2.459.
- According to the report, the first pass of detailed routing completed in 2 iterations.
- The detailed router reported a total wirelength of 705 um.
- Per the log, the first TritonRoute iteration ended with a DRC count of 1.
- The run gives the routed wirelength normalized by instance count as 8.294 um.
- In the routed design, unresolved DRC markers number 0.
- The run gives the number of antenna diodes as 0.

Setup path:
- The report lists the cells along the critical path as buf_8, buf_12, buf_6, mux2_4, buf_6.
- Broken down by cell family, the worst path's largest delay share belongs to buffers and inverters.
- The largest individual stage delay along the critical path comes from the cell sky130_fd_sc_hd__mux2_4.
- The critical path in this run is classified as input port to output port.
- The run puts the data arrival time of the critical path at 0.93 ns.
- The run puts the maximum fanout along the worst path at 6.
- The run puts the data required time at the worst endpoint at 0.80 ns.
- Along the critical path, the tally of buffer and inverter instances is 4.
- STA classifies the critical path endpoint as an output port.
- The run gives the maximum single-stage delay on the critical path as 0.29 ns.
- The timing report shows the most common cell along the critical path to be sky130_fd_sc_hd__buf_6.
- The run gives the category of the worst setup path launch point as an input port.

Timing:
- The run gives the number of max-slew violations in the final report as 0.
- The final timing report derives a shortest allowable period of 1.129 ns.
- Hold is met by 0.1948 ns.
- The run puts the transition time of the tightest slew-check pin at 0.07692 ns.
- The run puts the maximum clock rate at 0.8857 GHz.
- Setup repair after global routing could not meet its margin everywhere.
- For this run, the final setup violation count is recorded as 8.
- Once routing completed, OpenROAD measured the worst setup slack at -0.1291 ns.
- The final timing report lists a hold violation count of 0.
- Measured against its own limit, the worst slew margin works out to 0.9487.
- The run gives the post-layout period usage of the worst path as 1.129.

Final layout:
- The largest registers in the layout are buff: 8 flops.
- The run gives the number of flip-flops under the largest register name as 8.
- The run gives the synthesis-to-layout area growth as 88.41%.
- The run gives the share of cells above drive strength 1 as 0.5897.
- Counting flops per register, the top entry is buff.
- The finished cells cover 549.3 um2.

GRT:
- Entering global routing, the biggest net connects 7 pins.
- The run puts the total track usage at 0.02261.
- The run puts the initial antenna violation count at 0.
- The first global-routing pass estimated 1.090 mm of wire.
- For this run the aggregate overflow at the end of global routing stands at 0.
- The run gives the via count of the first global-routing pass as 252.

Worst hold path:
- In the hold report, the worst path ends at buff[3].
- The run gives the worst hold path class as input port to flop.
- In the hold timing report, the worst path depth is 1.
- The worst hold path begins at in[3].

Clock tree:
- Looking at the clock tree report, the root buffer type is sky130_fd_sc_hd__clkbuf_4.
- The run gives the number of clock buffers inserted by TritonCTS as 3.
- The run puts the number of buffers between clock root and the deepest sink at 2.
- In the CTS report, the clock slew at the register clock pins of the worst setup and hold paths is listed as 0.05 ns.
- The run gives the quantity of hold-fixing buffers added after cts as 0.
- The run gives the number of sinks handled by clock tree synthesis as 8.
- The run puts the H-tree depth at 1.
- TritonCTS built the clock tree.

Status:
- The run finished, with violations left.
- The checks that failed: negative setup slack.

Power:
- The run puts the static power due to leakage at 0.2567 nW.
- The run puts the total power density per cell area at 1288 nW/um2.
- The run puts the overall power of the completed layout at 0.0007073 W.
- The run gives the peak ir drop on the vdd network as 0.0004040 V.

Die:
- The run puts the initial cell density of the core at 0.08535.
- The run puts the area of the placeable core at 3416 um2.
- The run gives the chip area as 6400 um2.
- For this design the top-level I/O count stands at 18.
- Row generation in the floorplan step produced 21 rows.
- The run puts the die extent in x at 80 um.
- From bottom edge to top edge, the die measures 80 um.

Job:
- The report counts max-capacitance violations totalling 0.
- The run gives the tally of OpenROAD warnings as 27.

Placed design:
- The run gives the number of buffers added on ports as 17.
- The run puts the worst slack at placement at -0.7934 ns.
- The run gives the instance area after placement as 535.5 um2.
- Routability-driven placement finished with a final weighted congestion of 0.6547.
==> where the power goes <==
group	switching, W	internal [W]	leakage [nW]
registers	0.00000391	0.000337	0.0675
clock network	0.0000972	0.000136	0.0138
logic	0.0000313	0.000102	0.175
total	0.000132	0.000575	0.257
==> layer usage <==
metal / vias to the layer above / global-route usage / wire length (um)
met5: - / 0 / 0
met4: 0 / 0.001761 / 0
met3: 0 / 0.03068 / 151
met2: 17 / 0.03371 / 277
met1: 90 / 0.01829 / 276
li1: 102 / - / -
==> worst max-delay path by stage <==
| stage | from | to | slack (ns) | cells past startpoint |
|---|---|---|---|---|
| 6_report | rd | out[6] | -0.13 | 5 |
| 4_1_cts | rd | out[6] | -0.14 | 5 |
| 5_1_grt | buff[7] | out[7] | -0.16 | 2 |
==> cells in the final DEF, fill, tap and decap left out <==
master	synthesis	routed
sky130_fd_sc_hd__buf_2	0	4
sky130_fd_sc_hd__dlygate4sd2_1	0	8
sky130_fd_sc_hd__buf_6	1	5
sky130_fd_sc_hd__buf_4	0	1
sky130_fd_sc_hd__mux2_4	8	8
sky130_fd_sc_hd__dfxtp_1	8	8
sky130_fd_sc_hd__clkbuf_4	0	3
sky130_fd_sc_hd__buf_12	0	1
sky130_fd_sc_hd__buf_8	0	1
==> what timing repair did <==
item	in CTS	in global routing
setup endpoints to repair	8	8
gates resized	40	4
buffers inserted	1	0
==> area by class of cell <==
| cell class | count | area (um2) |
|---|---|---|
| Fill cell | 397 | 2867 |
| Timing Repair Buffer | 20 | 188.9 |
| Sequential cell | 8 | 160.2 |
| Multi-Input combinational cell | 8 | 120.1 |
| Tap cell | 46 | 57.56 |
| Clock buffer | 3 | 22.52 |
==> kinds of logic (layout without fill, tap and decap cells) <==
logic type / after synthesis / after routing
muxes: 8 / 8
buffers and inverters: 1 / 23
DFF: 8 / 8
==> stage by stage <==
stage,setup TNS (ns),instances,util
finish,-0.8507,85,0.1608
global route,-1.146,85,0.1608
CTS,-0.9706,85,0.1542
detailed placement,-6.284,81,0.1568
global placement,-6.210,81,0.1568
floorplan,0,17,-
No activity file was given, so power comes from the tool's default toggle rates.
