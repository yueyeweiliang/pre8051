**./design.v**
```verilog
`timescale 1ns/10ps
module ext_addr_sel (clk, select, write, dptr_hi, dptr_lo, ri, addr_out);
input select, write, clk;
input [7:0] dptr_hi, dptr_lo, ri;
output [15:0] addr_out;
reg state;
reg [15:0] buff;
wire [15:0] tmp;
assign tmp = select ? {8'h00, ri} : {dptr_hi, dptr_lo};
assign addr_out = state ? buff : tmp;
always @(posedge clk)
  if (select)
    buff <= #1 {8'h00, ri};
  else buff <= #1 {dptr_hi, dptr_lo};
always @(posedge clk)
  if (write)
    state <= #1 1'b1;
  else state <= #1 1'b0;
endmodule
```
**./run.sh**
```bash
#!/bin/bash
# OpenROAD 26Q1-2900-gdf79404cd8, Yosys 0.63+post, stock flow scripts
make -C /OpenROAD-flow-scripts/flow DESIGN_CONFIG=/design/flow/config.mk WORK_HOME=/design/flow/orfs finish
```
**./config.mk**
```make
export PLATFORM = sky130hd
export DESIGN_NAME = ext_addr_sel
export DESIGN_NICKNAME = ext_addr_sel
export VERILOG_FILES = /design/flow/design.v
export SDC_FILE = /design/flow/constraint.sdc
export NUM_CORES = 4
export LEC_CHECK = 1
export CORE_AREA = 10 10 92 92
export DIE_AREA = 0 0 102 102
```
**./constraint.sdc**
```tcl
current_design ext_addr_sel

set clk_period 1.5
set clk_io_pct 0.2

create_clock -name clk0 -period $clk_period [get_ports {clk}]

set non_clock_inputs [all_inputs -no_clocks]
set_input_delay [expr $clk_period * $clk_io_pct] -clock clk0 $non_clock_inputs
set_output_delay [expr $clk_period * $clk_io_pct] -clock clk0 [all_outputs]
```
==> results_slide.txt <==
Run Summary

CTS
  • Hold bufs inserted after CTS: 0
  • # clock sinks: 17
  • Clock-pin slew on the worst setup and hold paths: roughly 0.07 ns
  • Number of buffers created by CTS: 3
  • Maximum clock insertion buffer count: 2
  • Root Buffer: clkbuf_8
  • CTS tree: done
  • H-tree level count: 1

Worst setup path
  • Most used cell, CP: buf_12
  • Crit. End Element: output pin
  • Slowest stage delay, CP: ~0.30 ns
  • Critical path buffers and inverters: 4
  • Critical path required time: around 1.2 ns
  • Slowest stage cell, crit path: mux2_4
  • CP top delay family: multiplexers
  • Startpoint types: primary input
  • Max FO, Critical Path: 6
  • CP Cell Sequence: buf_12 -> buf_12 -> buf_12 -> mux2_4 -> mux2_4 -> buf_6
  • Arrival @ worst endpoint: about 1.3 ns
  • Setup Crit Path Kind: primary input to output pin
  • CP Depth: 6

Routing
  • Vias: 572
  • Post-route ant nets: 0
  • # DRC: 0
  • 1st-pass router iterations: 2
  • Antenna Cells: 0
  • Violation count after the first detailed-route iteration: 4
  • Via density: 3.14
  • Wirelength, routed: 2300 µm
  • Per-cell routed wire length: ~13 µm

Final layout
  • Layout fillers: between 600 and 700
  • Top logic cell by instance count in the layout: mux2_4
  • Final Core Density: a little under a quarter
  • Share of cells above drive strength 1: slightly above 60%
  • Top cells excl fill/tap: mux2_4 (24), dlygate4sd2_1 (18), dfxtp_1 (16)
  • Multi-input logic area: around 430 µm²
  • Layout area overhead: 104%
  • FF/Latch Area: 344 µm²

Final timing
  • Slew margin rel.: between 90% and 100%
  • Final hold slack: 0.297 ns
  • FMAX: around 610 MHz
  • Worst slew pin tran: roughly 0.11 ns
  • Final worst slack: -0.141 ns
  • Unrepaired setup endpoints after global routing: true
  • Final Critical Period: between 1.5 and 2 ns
  • Final Hold Viols: 0
  • Max Slew Vio Count: 0
  • Final setup fails: 10
  • Final period utilization: 109%

Placement
  • Port Buffers: around 42
  • HPWL after DPL: around 1600 µm
  • RD Place Congestion: ~0.65

GRT
  • Remaining global-route overflow: 0
  • Largest net degree at the start of global routing: 11
  • Vias in the first global route: ~630
  • Antenna violations before repair: 0
  • First-pass GRT wire length: around 3400 µm
  • Global Route Usage Sum: under 10%

Pwr
  • Sequential share of power: a little over two fifths
  • Power Internal: between 0.8 and 0.9 mW
  • Gate power share: between 20% and 30%
  • Static leakage: roughly 0.76 nW
  • Power Density: ~770 mW/mm²
  • Peak supply drop: between 0.3 and 0.4 mV
  • Clock power share: 31.2%
  • Sw power: about 0.25 mW
  • Sw Share: 22.2%

Job
  • OpenROAD warnings: 27
  • Max_cap viols: 0

Hold path
  • Min-delay worst type: primary input to flop
  • Worst hold start: ri[3]
  • Hold endpoint: buff[3]$_DFF_P_
  • WHS Path Cells: 2

Outcome
  • Failing checks: setup timing
  • Status: finished with violations

Floorplanning
  • Site row count: 29
  • Io pins: ~43
  • Core area: between 0.006 and 0.007 mm²
  • Die y size: 102 µm
  • Die ar.: between 0.01 and 0.015 mm²
  • Floorplan utilization: 11.2%
  • Die Width: 102 µm

Logic synthesis
  • Synthesized area: 724 µm²
  • Mapped Avg Cell Area: 13.7 µm²
  • Yosys cell count: about 53
  • Synth Instances: 53
  • Registers, synthesis: 17
  • Sequential area share after synthesis: about 47%
  • Synth unique cells: 7
  • Yosys warning total: 1
  • Yosys stat area: 724 µm²
==> sequential cells by signal, indices dropped and copies added, names as in the netlist <==
register,cells
buff,16
state,1
==> kinds of logic (layout without fill, tap and decap cells) <==
family                 after synthesis  in the layout  share of synthesized area (%)
multiplexers                        24             24                           38.3
flip-flops                          17             17                           47.0
AND/OR/NAND/NOR                      8              8                           9.67
buffers and inverters                4             56                           5.01
==> what timing repair did <==
item | CTS | global route
resized | 99 | 18
setup buffers | 3 | 3
cloned | 2 | 0
endpoints found under the setup margin | 16 | 16
==> worst max path at each step <==
stage | startpoint | end | slack [ns]
after CTS | dptr_lo[0] | addr_out[0] | -0.15
after global routing | select | addr_out[1] | -0.17
final | select | addr_out[0] | -0.14
==> synthesized netlist by cell type <==
library cell	instances	share of area [%]
and2b_2	8	9.7
mux2_2	22	34
buf_6	1	1.6
mux2_4	2	4.1
dfxtp_1	17	47
buf_8	1	2.1
buf_2	2	1.4
==> area by class of cell <==
class,instances,area share [%]
Clock inverter,1,0.338
Sequential cell,17,23.2
Timing Repair Buffer,52,38.1
Clock buffer,3,2.79
Tap cell,77,6.50
Multi-Input combinational cell,32,29.1
==> power by group through the flow <==
stage / Sequential (mW) / Clock (mW) / Combinational [mW]
after global routing: 0.493 / 0.394 / 0.319
final: 0.491 / 0.356 / 0.294
after CTS: 0.491 / 0.381 / 0.261
==> through the flow <==
stage / instance area (µm²) / setup slack (ns) / setup TNS (ns) / cells / total power [mW]
global route: 1480 / -0.171 / -1.26 / 182 / 1.21
global placement: 1250 / -0.809 / -11.63 / 171 / 0.746
detailed placement: 1250 / -0.805 / -11.69 / 171 / 0.745
floorplan: 724 / 0.146 / 0 / 53 / 0.583
finish: 1480 / -0.141 / -0.857 / 182 / 1.14
CTS: 1380 / -0.145 / -0.934 / 180 / 1.13
==> metal layers <==
layer	track usage, %	vias up	routed length [µm]
met3	3.20	0	402
met5	0	-	0
met1	5.48	251	1110
li1	-	283	-
met4	0.108	0	0
met2	5.48	38	788
Power figures rest on the tool's default switching activity, not on a simulated workload.
